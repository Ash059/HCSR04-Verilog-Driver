==> flow/design.v <==
module ultrasonic_driver(
    input  clk,
    input  reset,           
    input  echo_rx,
    output reg trig,
    output op,
    output wire [15:0] distance_out
);
localparam TRIG_TICKS      = 500;       
localparam SETTLE_TICKS    = 50;        
localparam WAIT_ECHO_TIMEOUT = 600000;  
localparam ECHO_MAX_TICKS  = 600000;    
localparam RETRIG_DELAY    = 4000000;   
localparam FSM_IDLE        = 3'd0,
           FSM_SETTLE      = 3'd1,
           FSM_TRIG        = 3'd2,
           FSM_WAIT_ECHO_H = 3'd3,
           FSM_ECHO        = 3'd4,
           FSM_WAIT_RETRIG = 3'd5;
reg [2:0]  state;
reg [31:0] counter;
reg [31:0] echo_ticks;
reg [15:0] distance_mm;
reg        op_reg;
always @(posedge clk or negedge reset) begin
    if (!reset) begin
        state        <= FSM_IDLE;
        trig         <= 1'b0;
        counter      <= 0;
        echo_ticks   <= 0;
        distance_mm  <= 0;
        op_reg       <= 0;
    end 
    else begin
        case (state)
        FSM_IDLE: begin
            trig    <= 1'b0;
            counter <= 0;
            state   <= FSM_SETTLE;
        end
        FSM_SETTLE: begin
            if (counter >= SETTLE_TICKS*2) begin
                counter <= 0;
                trig    <= 1'b1;
                state   <= FSM_TRIG;
            end 
            else begin
                counter <= counter + 1;
            end
        end
        FSM_TRIG: begin
            if (counter >= TRIG_TICKS) begin
                trig       <= 1'b0;
                counter    <= 0;
                echo_ticks <= 0;
                state      <= FSM_WAIT_ECHO_H;
            end 
            else begin
                counter <= counter + 1;
            end
        end
        FSM_WAIT_ECHO_H: begin
            if (echo_rx) begin
                counter <= 0;
                state   <= FSM_ECHO;
            end else if (counter >= WAIT_ECHO_TIMEOUT) begin
                distance_mm <= 1000;
                op_reg      <= 0;
                counter     <= 0;
                state       <= FSM_WAIT_RETRIG;
            end 
            else begin
                counter <= counter + 1;
            end
        end
        FSM_ECHO: begin
            if (echo_rx) begin
                echo_ticks <= echo_ticks + 1;
                if (echo_ticks >= ECHO_MAX_TICKS) begin
                    distance_mm <= 1000;
                    op_reg      <= 0;
                    counter     <= 0;
                    state       <= FSM_WAIT_RETRIG;
                end
            end 
            else begin
                distance_mm <= (echo_ticks * 7) >> 11;
                op_reg      <= (((echo_ticks * 7) >> 11) < 70);
                counter <= 0;
                state   <= FSM_WAIT_RETRIG;
            end
        end
        FSM_WAIT_RETRIG: begin
            if (counter >= RETRIG_DELAY) begin
                counter <= 0;
                state   <= FSM_SETTLE;
            end 
            else begin
                counter <= counter + 1;
            end
        end
        default: state <= FSM_IDLE;
        endcase
    end
end
assign distance_out = distance_mm;
assign op = op_reg;
endmodule
==> flow/run.sh <==
#!/bin/bash
# OpenROAD 26Q1-2900-gdf79404cd8, Yosys 0.63+post, stock flow scripts
make -C /OpenROAD-flow-scripts/flow DESIGN_CONFIG=/design/flow/config.mk WORK_HOME=/design/flow/orfs finish
==> flow/config.mk <==
export PLATFORM = sky130hd
export DESIGN_NAME = ultrasonic_driver
export DESIGN_NICKNAME = ultrasonic_driver
export VERILOG_FILES = /design/flow/design.v
export SDC_FILE = /design/flow/constraint.sdc
export NUM_CORES = 4
export LEC_CHECK = 1
export CORE_UTILIZATION = 50
==> flow/constraint.sdc <==
current_design ultrasonic_driver

set clk_period 10.7
set clk_io_pct 0.2

create_clock -name clk0 -period $clk_period [get_ports {clk}]

set non_clock_inputs [all_inputs -no_clocks]
set_input_delay [expr $clk_period * $clk_io_pct] -clock clk0 $non_clock_inputs
set_output_delay [expr $clk_period * $clk_io_pct] -clock clk0 [all_outputs]
==> results.tsv <==
stage	metric	value	unit
route	via count	5726	
synthesis	Logic family by area	adder cells	
sta	fmax	212	MHz
final_layout	fin cells	998	
clocking	postcts setup bufs	0	
clocking	TritonCTS clock tree	done	
synthesis	top_reg_cell synth	dfrtp_1	
clocking	CTS resizes	0	
synthesis	Synth Instances	807	
route	DR pass1 iterations	5	
clocking	Clk pin slew, worst setup/hold paths	0.07	ns
placement	Detail Placement HPWL	11500	microns
final_layout	biggest regs	counter x32, echo_ticks x32, distance_mm x16	
placement	tally of buffers added on design ports	20	
clocking	Max Root-Sink Buffers	2	
synthesis	aoi share	17.9	%
worst_setup_path	Worst setup SP type	input pin	
worst_hold_path	hold_sp	distance_mm[4]$_DFFE_PN0P_	
sta	Worst-Margin Slew	0.736	ns
route	Routed WL	15500	microns
pwr	Net Sw Frac	33.1	%
sta	Worst Clk Skew	0.00688	ns
worst_setup_path	crit path cell chain	clkdlybuf4s50_1 -> nor2b_1 -> nor3b_1 -> nand3_1 -> nor3_1 -> nand2_1 -> nor2_1 -> nand4_1 -> xor2_1 -> nor2_1	
synthesis	asr flop ratio synth	100	%
pwr	Flop pwr share	47.8	%
global_routing	vias in the first global route	5371	
synthesis	MUX share of area	0.140	%
placement	Routability Congestion	0.898	
pwr	Internal	0.595	mW
synthesis	xor+xnor area frac	5.02	%
final_layout	design area	7780	sq um
worst_setup_path	Arrival @ worst endpoint	4.94	ns
final_layout	share of cells above drive strength 1	5.38	%
floorplanning	core area	13900	sq um
synthesis	Adders+Majority by Area	21.0	%
synthesis	Syn. warnings	1	
worst_setup_path	Worst Setup End Kind	flop	
synthesis	Cell area leaders	dfrtp_1 30%, ha_1 13%, fa_1 8.1%, o21ai_0 5.0%, nand2_1 3.9%	
route	wire length per cell	15.5	microns
job	Max Cap Viol	0	
status	status	complete, no violations	
synthesis	Max-area cell share	30.4	%
pwr	Logic pwr share	16.7	%
pwr	leakage	3.62	nW
job	Log Warnings	70	
placement	Placed Instances	982	
worst_hold_path	Hold Crit Endpoint	distance_mm[4]$_DFFE_PN0P_	
sta	Hold Vio Cnt, Final	0	
worst_setup_path	max incr delay on CP	0.68	ns
sta	final worst-path cycle share	44.0	%
route	n_diodes	0	
worst_setup_path	cell repeated most along the worst path	nor2_1	
route	average vias per placed instance	5.74	
clocking	clock latency (worst-skew pair)	0.35	ns
global_routing	pin count of the biggest net entering global routing	56	
global_routing	initial antenna violation count	0	
synthesis	yosys simple share	20.2	%
synthesis	yosys cell count	807	
sta	# setup viols final	0	
synthesis	EDFF count, synth	0	
floorplanning	# rows	43	
global_routing	grt ovf	0	
worst_hold_path	Min-Delay Path Class	reg -> reg	
worst_setup_path	Worst Path Max Fanout	12	
placement	DP Area	7480	sq um
worst_setup_path	CP max stage cell	clkdlybuf4s50_1	
synthesis	count of state elements after synthesis	88	
floorplanning	initial core utilization	51.4	%
synthesis	Avg Inst Size Synth	8.87	sq um
synthesis	area leader, netlist	dfrtp_1	
synthesis	Post-synth seq share	30.8	%
worst_setup_path	Worst Path Class, Setup	in -> reg	
pwr	Cell Pwr Density	114	nW/um^2
clocking	Root Driver	clkbuf_16	
route	antenna violation net count after detailed routing	0	
worst_setup_path	R2R depth	13	
pwr	Sw Pwr	0.294	mW
sta	Max-slew headroom	50.9	%
worst_hold_path	Hold Path Stages	2	
synthesis	post-synth area from yosys stat	7160	sq um
sta	RSZ-0062 raised after global routing	no	
floorplanning	die area	14800	sq um
synthesis	Synth Cell Area	7160	sq um
pwr	Clk network pwr share	35.5	%
synthesis	Netlist cell types	73	
pwr	IR drop worst, VDD	0.108	mV
sta	max-slew violations	0	
sta	Final TNS setup	0	ns
route	Starting DRT DRC Count	376	
final_layout	P&R area growth vs syn	8.62	%
global_routing	global-route wire length before repair	26900	microns
global_routing	GRT Util Overall	23.6	%
final_layout	# fillers	1259	
floorplanning	Die Y	122	microns
floorplanning	Die W	122	microns
floorplanning	I/O pin cnt	21	
worst_setup_path	reg-to-reg startpoint	echo_ticks[9]$_DFFE_PN0P_	
worst_setup_path	Crit path required time	10.94	ns
clocking	total CTS buffers	9	
worst_setup_path	setup slack, reg-to-reg	6.89	ns
clocking	Hold-fix buffers, CTS	0	
route	DRC	0	
clocking	H-tree depth	3	
clocking	CTS Sinks	88	
sta	fin crit period	4.71	ns
worst_setup_path	reg2reg end	op_reg$_DFFE_PN0P_	
## power by group through the flow
stage | combinational, mW | sequential, mW | clock, mW
6_report | 0.149 | 0.425 | 0.316
5_1_grt | 0.172 | 0.433 | 0.339
4_1_cts | 0.150 | 0.424 | 0.326
## layout by cell type (no fill, tap or decap), types with 4 or more instances in the layout
cell type and count:
a21oi_1 41, o21ai_0 72, dfrtp_1 87, xor2_1 13
nand4_1 17, nor2_1 73, o21ai_1 5, fa_1 29
inv_6 4, inv_1 58, nand2_1 74, xnor2_1 28
a21o_1 10, clkbuf_16 9, nor4_2 4, o31ai_1 12
and2_1 5, nand3_1 29, and3_1 15, a31oi_1 11
o21bai_1 5, nand2b_1 11, nor3_1 17, nor2b_1 18
buf_4 5, ha_1 74, clkdlybuf4s50_1 19
## worst max-delay path by stage
| stage | startpoint | endpoint | slack, ns | depth (start not counted) |
|---|---|---|---|---|
| 4_1_cts | echo_rx | echo_ticks[31]$_DFFE_PN0P_ | 6.01 | 10 |
| 5_1_grt | echo_rx | echo_ticks[29]$_DFFE_PN0P_ | 5.74 | 10 |
| 6_report | echo_rx | echo_ticks[31]$_DFFE_PN0P_ | 5.99 | 10 |
## Yosys cell counts, types with 4 or more instances
cell type   n
and2_1      5
nor2_1     73
nand4_1    17
nor4_2      4
clkbuf_1   25
xor2_1     13
and3_1     15
o21ai_1     5
o21ai_0    72
a31oi_1    11
a21oi_1    41
xnor2_1    28
nand3_1    29
fa_1       29
nand2b_1   11
o21bai_1    5
a21o_1     10
dfrtp_1    87
inv_1      58
nand2_1    74
o31ai_1    12
nor2b_1    18
nor3_1     18
ha_1       74
## routing by layer
metal | up-vias | track usage, % | routed length [microns]
li1 | 2847 | - | -
met1 | 2777 | 40.0 | 8030
met2 | 87 | 34.6 | 6810
met3 | 15 | 3.53 | 465
met4 | 0 | 2.08 | 155
met5 | - | 0 | 0
## critical path, delay by kind of cell
kind                      cells  cell delay, ns
buffers and inverters         1            0.68
and+or+nand+nor               8            1.95
xor gates and xnor gates      1            0.15
## cells by family after synthesis
group,Yosys count
and+or+nand+nor,288
AOI/OAI and AO/OA,198
adders and majority gates,103
DFF,88
buffers and inverters,87
xor gates and xnor gates,41
other,1
muxes,1
## layout make-up
cell class              instances  area [sq um]  share of cell area, %
multi-input cells             632          4610                   59.3
flip-flops and latches         88          2200                   28.3
repair buffers                 24           228                   2.93
clock buffers                   9           225                   2.90
well taps                     180           225                   2.90
inverters                      58           218                   2.80
clock inverters                 7          66.3                  0.853
## per-stage QoR
step                      worst slack [ns]  power, mW  hold WS (ns)  util [%]
final                                 5.99      0.890         0.475      55.8
after floorplan                       6.83      0.527         0.424         -
after global routing                  5.74      0.945         0.513      55.8
after detailed placement              5.65      0.579         0.469      53.7
after CTS                             6.01      0.900         0.484      55.8
after global placement                5.75      0.575         0.465      53.7
Power is estimated from default activity; no workload was simulated.
